==> flow/run.sh <==
#!/bin/bash
# OpenROAD 26Q1-2900-gdf79404cd8, Yosys 0.63+post, stock flow scripts
make -C /OpenROAD-flow-scripts/flow DESIGN_CONFIG=/design/flow/config.mk WORK_HOME=/design/flow/orfs finish
==> flow/config.mk <==
export PLATFORM = sky130hd
export DESIGN_NAME = forwarding_unit
export DESIGN_NICKNAME = forwarding_unit
export VERILOG_FILES = /design/flow/design.v
export SDC_FILE = /design/flow/constraint.sdc
export NUM_CORES = 4
export LEC_CHECK = 1
export CORE_AREA = 10 10 126 126
export DIE_AREA = 0 0 136 136
==> flow/constraint.sdc <==
current_design forwarding_unit

set clk_period 10.4
set clk_io_pct 0.2

create_clock -name clk0 -period $clk_period

set non_clock_inputs [all_inputs -no_clocks]
set_input_delay [expr $clk_period * $clk_io_pct] -clock clk0 $non_clock_inputs
set_output_delay [expr $clk_period * $clk_io_pct] -clock clk0 [all_outputs]
==> flow/design.v <==
`timescale 1ns / 1ps
module forwarding_unit(input wire [4:0] comp_loc_rs1,
                       input wire [4:0] comp_loc_rs2,
                       input wire [4:0] comp_loc_exmem,
                       input wire [4:0] comp_loc_memwb,
                       input wire cont_idex_alusrc,
                       input wire cont_exmem_rw,
                       input wire cont_memwb_rw,
                       input wire cont_memwb_mtr,
                       input wire [31:0] memwb_readdata,
                       input wire [31:0] memwb_aluout,
                       input wire [31:0] exmem_aluout,
                       input wire [31:0] forw_rs1,
                       input wire [31:0] forw_rs2,
                       input wire [31:0] forw_imm,
                       input wire [2:0] pcsrc_counter,
                       output wire [31:0] out_A,
                       output wire [31:0] out_B
                       );
wire [1:0] forwardA,forwardB;
assign forwardA[0] = (pcsrc_counter < 3'b011) ? 1'b0 : (comp_loc_exmem == comp_loc_rs1) && (cont_exmem_rw);
assign forwardB[0] = (pcsrc_counter < 3'b011) ? 1'b0 : (comp_loc_exmem == comp_loc_rs2) && (cont_exmem_rw);
assign forwardA[1] = (pcsrc_counter < 3'b100) ? 1'b0 : (comp_loc_memwb == comp_loc_rs1) && (cont_memwb_rw) && (comp_loc_exmem != comp_loc_rs1);
assign forwardB[1] = (pcsrc_counter < 3'b100) ? 1'b0 : (comp_loc_memwb == comp_loc_rs2) && (cont_memwb_rw) && (comp_loc_exmem != comp_loc_rs2);
assign out_A = forwardA[1] ? (cont_memwb_mtr ? memwb_readdata : memwb_aluout) : forwardA[0] ? exmem_aluout : forw_rs1;
assign out_B = forwardB[1] ? (cont_memwb_mtr ? memwb_readdata : memwb_aluout) : forwardB[0] ? exmem_aluout : cont_idex_alusrc ? forw_imm : forw_rs2;
endmodule
==> results.toml <==
# yosys + openroad results
[worst_setup_path]
crit_required_ns = 8.32
worstSetupPathType = "input pin to output pin"
critPathMaxFanout = 36
crit_start = "comp_loc_rs1[3]"
worstPathArrival_ns = 4.81
crit_end = "out_A[31]"
end_kind = "output pin"
start_kind = "input pin"

[placed_design]
io_buffers = 283
hpwlAfterDp_um = 12900
gp_congestion = 0.891

[drt]
wl_um = 15600
drc = 0
dr.pass1.iters = 4
wl_per_cell_um = 19.6
post_drt_via_cell_ratio = 4.80
ant_nets = 0
vias = 3824
num_antenna_cells = 0
drt_iter0_markers = 145

[final_timing]
rsz0062_at_grt = "false"
tightest_slew_ns = 0.917
relSlewSlack_pct = 38.7
slew_violations = 0
final-hold-violation-count = 0
fin_crit_ns = 6.89
setup_viol = 0
post-route-period-util_pct = 66.3
tns_ns = 0
max_freq_ghz = 0.145

[logic_synthesis]
synth_cell_types = 28
netlist_instances = 365
synth_warnings = 0
ys_seq_share_pct = 0
synth_top_cell_by_count = "nand2_1"
syn_avg_cell_area_sq_um = 6.69
top_area_share_pct = 24.2
ys_area_sq_um = 2440
synth_area_leader_cell = "mux2i_1"
yosys-top-cells-count = "nand2_1, nor2_1, mux2i_1"
yosysCellCount = 365
synth.cell_area_sq_um = 2440
topCellsByArea = "mux2i_1, a221o_1, nand2_1"

[finish]
area_delta_synth_final_pct = 121
ff_count = 0
drive_above_1_share_pct = 3.39
ff_latch_area_sq_um = 0
clock_buffers = 0

[grt]
antenna_found_initial = 0
grt_pass1_wl_um = 23000
grt_max_degree = 65
grt_usage_pct = 15.5
grt_pass1_vias = 4051
overflow = 0

[clock_network]
hold_buffers = 0
cts_resized = 0
postCtsSetupRepairBufs = 0

[floorplan]
core_area_sq_um = 13200
rows = 42
die_y_um = 136
die_x_um = 136
io_pins = 283
initCoreUtil_pct = 18.5
die_area_sq_um = 18500

[job]
maxCapViolations = 0
warnings = 32

[pwr]
finalPower_w = 0.000215
powerDensity_nw_per_um2 = 39.7
leakage_nw = 2.09
ir_drop_mv = 0.0165

[hold_path]
hold_class = "input pin to output pin"

[run_status]
status = "completed"
placed cells by master, fill, tap and decap left out, drive strengths merged, types with 7 or more instances in the layout:
cell / netlist / final
nand2: 66 / 66
xor2: 7 / 7
a31o: 29 / 29
mux2i: 59 / 59
a211oi: 31 / 31
xnor2: 13 / 13
nor2: 61 / 61
buf: 9 / 10
clkdlybuf4s50: 0 / 281
a221o: 31 / 31
per-layer routing:
metal	track usage (%)	part of all wire, %	vias to the layer above
met1	18.4	39	1739
met5	0	0	-
met2	27.7	50	191
met3	4.53	9.5	10
met4	1.83	1.3	0
li1	-	-	1884
power breakdown:
| group | switching, W | leakage [nW] | internal [W] |
|---|---|---|---|
| logic | 0.0000695 | 2.09 | 0.000145 |
| registers | 0 | 0 | 0 |
| clock network | 0 | 0 | 0 |
worst min-delay path by stage:
| stage | start | endpoint | depth (start not counted) |
|---|---|---|---|
| global route | cont_idex_alusrc | out_B[25] | 5 |
| finish | cont_idex_alusrc | out_B[13] | 5 |
| CTS | cont_idex_alusrc | out_B[25] | 5 |
final cells by class:
class	count	area (sq um)
multi-input combinational	329	2300
fill	1348	7780
tap	176	220
timing repair buffer	291	2880
kinds of logic (layout without fill, tap and decap cells):
logic type | Yosys count | count (layout) | synth area share [%]
multiplexers | 63 | 63 | 26.0
AND/OR/NAND/NOR | 141 | 141 | 23.5
XOR/XNOR | 20 | 20 | 7.17
AND-OR/OR-AND | 105 | 105 | 36.8
buffers and inverters | 36 | 291 | 6.45
stage by stage:
| step | hold slack [ns] | instances | setup slack [ns] | util, % | area [sq um] |
|---|---|---|---|---|---|
| after global routing | 5.14 | 796 | 3.37 | 41.0 | 5410 |
| after detailed placement | 5.09 | 796 | 3.49 | 41.0 | 5410 |
| after floorplan | 4.23 | 365 | 4.96 | - | 2440 |
| after global placement | 5.10 | 796 | 3.50 | 41.0 | 5410 |
| after CTS | 5.09 | 796 | 3.49 | 41.0 | 5410 |
| final | 5.08 | 796 | 3.51 | 41.0 | 5410 |
critical path, cell delays in order:
cell and delay (ns):
clkdlybuf4s50_1 0.51, xnor2_1 0.14, nand3_1 0.22, o211ai_4 0.21, buf_4 0.40, o21a_1 0.18, buf_4 0.34, a221o_1 0.23
clkdlybuf4s50_1 0.50
Power and IR drop assume default switching activity.
