==> design.v <==
`timescale 1ns / 1ps
module controlpath(input wire [6:0] opcode,
                   input wire [2:0] funct3,
                   input wire [6:0] funct7,
                   input wire load_stall,
                   input wire [1:0] br_stall,
                   input wire [1:0] br_stall_prev,
                   input wire branch_flag,
                   input wire prediction_false_flag,
                   output reg [4:0] ALUOp,
                   output reg ALUSrc,
                   output reg PCSrcCont,
                   output reg MemWrite,
                   output reg MemRead,
                   output reg MemToReg,
                   output reg RegWrite,
                   output reg IsStall);
localparam OP_REG = 7'b0110011,OP_LW = 7'b0000011,OP_SW = 7'b0100011,OP_BR = 7'b1100011;
always @(*)
    begin
        if (!load_stall && !br_stall[0] && !br_stall_prev[1])
            begin
                IsStall = 1'b0;
                if (branch_flag || prediction_false_flag)
                    begin
                        RegWrite = 1'b0;
                        MemWrite = 1'b0;
                        MemRead = 1'b0;
                        MemToReg = 1'b0;
                        ALUSrc = 1'b0;
                        PCSrcCont = 1'b0;
                        ALUOp = 5'b11111;
                    end
                else
                    begin
                        case (opcode)
                            OP_REG: begin
                                        ALUSrc = 1'b0;
                                        PCSrcCont = 1'b0;
                                        MemWrite = 1'b0;
                                        MemRead = 1'b0;
                                        MemToReg = 1'b0;
                                        RegWrite = 1'b1;
                                        case (funct7)
                                            7'b0000000: case (funct3)
                                                            3'b000: ALUOp = 5'b00000;
                                                            3'b110: ALUOp = 5'b00011;
                                                            3'b111: ALUOp = 5'b00010;
                                                        endcase
                                            7'b0100000: case (funct3)
                                                            3'b000: ALUOp = 3'b00001;
                                                        endcase
                                        endcase
                                    end
                             OP_LW: begin
                                        ALUSrc = 1'b1;
                                        PCSrcCont = 1'b0;
                                        MemWrite = 1'b0;
                                        MemRead = 1'b1;
                                        MemToReg = 1'b1;
                                        RegWrite = 1'b1;
                                        case (funct3)
                                            3'b010: ALUOp = 5'b00000;
                                        endcase
                                    end
                             OP_SW: begin
                                        ALUSrc = 1'b1;
                                        PCSrcCont = 1'b0;
                                        MemWrite = 1'b1;
                                        MemRead = 1'b0;
                                        MemToReg = 1'b0;
                                        RegWrite = 1'b0;
                                        case(funct3)
                                            3'b010: ALUOp = 5'b00000;
                                        endcase
                                    end
                              OP_BR: begin
                                        ALUSrc = 1'b0;
                                        PCSrcCont = 1'b1;
                                        MemWrite = 1'b0;
                                        MemRead = 1'b0;
                                        MemToReg = 1'b0;
                                        RegWrite = 1'b0;
                                        case (funct3)
                                            3'b000: ALUOp = 5'b00100;
                                        endcase
                                    end
                           default: begin
                                        RegWrite = 1'b0;
                                        MemWrite = 1'b0;
                                        MemRead = 1'b0;
                                        MemToReg = 1'b0;
                                        ALUSrc = 1'b0;
                                        PCSrcCont = 1'b0;
                                        ALUOp = 5'b11111;
                                    end
                        endcase
                    end 
            end
        if (load_stall || br_stall || br_stall_prev[1])
            begin
                RegWrite = 1'b0;
                MemWrite = 1'b0;
                MemRead = 1'b0;
                MemToReg = 1'b0;
                ALUSrc = 1'b0;
                PCSrcCont = 1'b0;
                ALUOp = 5'b11111;
                IsStall = 1'b1;
            end
    end
endmodule
==> run.sh <==
#!/bin/bash
# OpenROAD 26Q1-2900-gdf79404cd8, Yosys 0.63+post, stock flow scripts
make -C /OpenROAD-flow-scripts/flow DESIGN_CONFIG=/design/flow/config.mk WORK_HOME=/design/flow/orfs finish
==> config.mk <==
export PLATFORM = sky130hd
export DESIGN_NAME = controlpath
export DESIGN_NICKNAME = controlpath
export VERILOG_FILES = /design/flow/design.v
export SDC_FILE = /design/flow/constraint.sdc
export NUM_CORES = 4
export LEC_CHECK = 1
export CORE_AREA = 10 10 70 70
export DIE_AREA = 0 0 80 80
==> constraint.sdc <==
current_design controlpath

set clk_period 5.5
set clk_io_pct 0.2

create_clock -name clk0 -period $clk_period

set non_clock_inputs [all_inputs -no_clocks]
set_input_delay [expr $clk_period * $clk_io_pct] -clock clk0 $non_clock_inputs
set_output_delay [expr $clk_period * $clk_io_pct] -clock clk0 [all_outputs]
==> impl_metrics.ini <==
; flow metrics
[clock_tree]
hold_buffers = 0
cts_resized = 0
cts_setup_buffers = 0

[global_route]
gr-total-overflow = 0
grt_pass1_wl_um = 1940
grt_max_degree = 6
grt_usage_pct = 3.64
grt_pass1_vias = 448
antenna_found_initial = 0

[finish]
register_area_um2 = 150
comb_area_um2 = 223
post-route-util_pct = 23.1
final.fill_count = 370
area_growth_pct = 109
drive_gt1_share_pct = 5.95

[synth]
synth_flops = 10
synthCells = 46
yosysMostFrequentCell = dlxtn_1
top_area_share_pct = 39.9
syn_area_um2 = 377
edf_count = 0
synthTopCellsByCount = dlxtn_1, nand2_1, a21oi_1, nor2_1
synth-async-reset-ratio_pct = 0
yosys_warnings = 1
yosys.area.top_type = dlxtn_1
ys_chip_area_um2 = 377
synth_cell_types = 26
top_cells_by_area = dlxtn_1, or3_4, a21oi_1
ys_cells = 46
ff_type = dlxtn_1
avgSynthCellArea_um2 = 8.19

[final_timing]
drv_slew = 0
final-setup-viol-count = 0
finalCriticalPeriod_ps = 4810
finalCritPeriodShare_pct = 87.5
hold_viol_final = 0
fmax_mhz = 208
worstMarginPinSlew_ps = 666
untimed_endpoints = 15
finalSetupTns_ps = 0
unclocked_regs = 10
rsz0062_at_grt = false
slew_headroom_pct = 55.0

[route]
wl_per_cell_um = 9.75
diodes = 0
drt_iter0_drc = 9
drc_errors = 0
routed_via_density = 3.47
drt_first_pass_iters = 2
vias = 451
ant_nets = 0
drt_wl_total_um = 1270

[placed_design]
dp_hpwl_um = 1220
routabilityCongestion = 0.710
port_buffers = 35

[floorplan]
rows = 21
die_h_um = 80
die_w_um = 80
ios = 36
floorplan.core_util_pct = 11.0
dieArea_mm2 = 0.00640
core-area_mm2 = 0.00342

[power]
finalPower_uw = 25.5
power_density_mw_per_mm2 = 32.4
ir_worst_vdd_uv = 14.1
cellLeakagePower_uw = 0.000302

[critical_path]
cp_max_fo = 4
cp-end-kind = primary output
startpoint_type = input pin
crit_end = MemToReg
crit_arrival_ps = 3710
cp.required_ps = 4400
crit_type = input pin to primary output
worstSetupStartpoint = br_stall_prev[1]

[job]
max_cap_violations = 0
warnings = 33

[status]
status = completed
-- state kept, by name, indices dropped and copies added (netlist names) --
register,cells
ALUOp,4
ALUSrc,1
IsStall,1
MemRead,1
MemWrite,1
PCSrcCont,1
RegWrite,1
-- layer usage --
metal	part of all wire, %	track usage [%]	vias up
met1	35	4.00	200
met2	52	6.90	18
met4	0	0	0
li1	-	-	233
met5	0	0	-
met3	13	1.25	0
-- kinds of logic (layout without fill, tap and decap cells) --
logic type / Yosys count / after routing / synth area share (%)
AND/OR/NAND/NOR: 19 / 19 / 30.9
AND-OR/OR-AND: 11 / 11 / 19.9
latches: 10 / 10 / 39.9
buffers and inverters: 4 / 37 / 5.98
other: 1 / 6 / 0.996
XOR/XNOR: 1 / 1 / 2.33
-- worst max-delay path: stages --
cell and delay (ps):
clkdlybuf4s50_1 400, or4_4 540, or3_4 350, or3_4 400
nor2_1 100, dlxtn_1 360, clkdlybuf4s50_1 460
-- area by class of cell --
| type | instances | share of cell area [%] |
|---|---|---|
| inverters | 2 | 0.952 |
| multi-input cells | 37 | 28.3 |
| flip-flops and latches | 10 | 19.0 |
| well taps | 46 | 7.30 |
| repair buffers | 35 | 44.4 |
-- per-stage QoR --
step | std cells | worst slack, ps | instance area (um2)
floorplan | 51 | 1550 | 395
CTS | 130 | 661 | 788
detailed placement | 130 | 661 | 788
global placement | 130 | 682 | 788
finish | 130 | 686 | 788
global route | 130 | 588 | 788
-- cells in the final DEF (no fill, tap or decap) --
master | netlist | routed
conb_1 | 1 | 6
nor4bb_1 | 1 | 1
nor2_1 | 3 | 3
a21oi_1 | 3 | 3
or3_4 | 2 | 2
o211ai_1 | 1 | 1
dlxtn_1 | 10 | 10
o311ai_0 | 1 | 1
nand2_1 | 4 | 4
o21a_1 | 1 | 1
clkdlybuf4s50_1 | 0 | 35
o21ai_2 | 1 | 1
inv_1 | 1 | 1
nor4_1 | 1 | 1
nor2b_1 | 1 | 1
o21ai_0 | 2 | 2
inv_2 | 1 | 1
and3_1 | 1 | 1
or4_4 | 1 | 1
a41o_1 | 1 | 1
a21o_1 | 1 | 1
xnor2_1 | 1 | 1
nand3_1 | 1 | 1
nor3_1 | 2 | 2
or3_1 | 1 | 1
nand2b_1 | 1 | 1
-- where the power goes --
part | total, uW | switching [uW] | internal [uW]
sequential | 1.82 | 0.0408 | 1.78
combinational | 23.7 | 6.60 | 17.1
clock | 0 | 0 | 0
Power is estimated from default activity; no workload was simulated.
