File: flow/design.v
`timescale 1ns / 1ps
module hazard_detect(input wire [2:0] pcsrc_counter,
                     input wire [4:0] idex_rdloc,
                     input wire [4:0] ifid_rs1loc,
                     input wire [4:0] ifid_rs2loc,
                     input wire [6:0] opcode,
                     input wire idex_regwrite,
                     input wire idex_memread,
                     output wire load_stall,
                     output wire [1:0] br_stall);
localparam OP_B = 7'b1100011;
assign br_stall[0] = (pcsrc_counter < 3'b010) ? 1'b0 : 
(((idex_rdloc == ifid_rs1loc) || (idex_rdloc == ifid_rs2loc)) && (idex_regwrite)) && (opcode == OP_B);
assign br_stall[1] = (pcsrc_counter < 3'b010) ? 1'b0 : 
(((idex_rdloc == ifid_rs1loc) || (idex_rdloc == ifid_rs2loc)) && (idex_memread)) && (opcode == OP_B);
assign load_stall = (pcsrc_counter < 3'b010) ? 1'b0 : ((idex_memread) && ((idex_rdloc == ifid_rs1loc) || (idex_rdloc == ifid_rs2loc)));
endmodule
File: flow/run.sh
#!/bin/bash
# OpenROAD 26Q1-2900-gdf79404cd8, Yosys 0.63+post, stock flow scripts
make -C /OpenROAD-flow-scripts/flow DESIGN_CONFIG=/design/flow/config.mk WORK_HOME=/design/flow/orfs finish
File: flow/config.mk
export PLATFORM = sky130hd
export DESIGN_NAME = hazard_detect
export DESIGN_NICKNAME = hazard_detect
export VERILOG_FILES = /design/flow/design.v
export SDC_FILE = /design/flow/constraint.sdc
export NUM_CORES = 4
export LEC_CHECK = 1
export CORE_AREA = 10 10 70 70
export DIE_AREA = 0 0 80 80
File: flow/constraint.sdc
current_design hazard_detect

set clk_period 1.9
set clk_io_pct 0.2

create_clock -name clk0 -period $clk_period

set non_clock_inputs [all_inputs -no_clocks]
set_input_delay [expr $clk_period * $clk_io_pct] -clock clk0 $non_clock_inputs
set_output_delay [expr $clk_period * $clk_io_pct] -clock clk0 [all_outputs]
==> reports/metrics.yaml <==
status:
  outcome: "finished with violations"
  violations: "setup timing"
power:
  p_leak_uw: 0.000233
  report.power.total_uw: 85.0
  p_per_area_mw_per_mm2: 162
  peakVddDrop_uv: 57.5
global_route:
  grt_max_degree: 3
  grt_pass1_wl_um: 1550
  grt_pass1_vias: 340
  antenna_found_initial: 0
  grt-ovfl-total: 0
  grt.total_usage_pct: 2.98
routing:
  drc: 0
  via_per_inst: 2.95
  initialDrtViolationCount: 3
  diodes: 0
  dr.pass1.iters: 2
  ant_nets: 0
  vias: 298
  wl_um: 1060
  routedWlPerCell_um: 10.5
yosys:
  mux_share_pct: 0
  synthCells: 22
  top_logic_kind: "XOR/XNOR gates"
  synth_area_um2: 168
  yosysCellCount: 22
  syn_avg_cell_area_um2: 7.62
  ys_top_cells_by_area: "xor2_1, xnor2_1, o211ai_1"
  yosysChipArea_um2: 168
  adder_share_pct: 0
  ys_seq_share_pct: 0
  yosys.area_share.aoi_pct: 19.4
  ys_warn_count: 0
  yosysUniqueCellTypes: 9
  yosysMostFrequentCell: "xor2_1"
  synthDominantCellAreaShare_pct: 41.8
  ys_sh_xor_pct: 52.2
  top_area_cell: "xor2_1"
  simple_gate_share_pct: 28.4
critical_path:
  critPathLaunchType: "input port"
  setup.worst_path.start: "ifid_rs1loc[0]"
  crit_path_end_kind: "primary output"
  max_stage_delay_ns: 0.33
  crit_path_max_fanout: 2
  crit_slowest_cell: "nor4_2"
  crit_end: "br_stall[0]"
  criticalPathCategory: "in2out"
  crit_arrival_ns: 1.54
  path_cells: "buf_6, xor2_2, nor4_2, o211ai_1, buf_4, a21oi_2, buf_2"
  worstPathRequired_ns: 1.52
cells_and_area:
  clkbuf_count: 0
  final-seq-area_um2: 0
  seq_cell_count: 0
  fillCellCount: 406
  area_growth_pct: 213
  fin_cells: 101
  drive_above_1_share_pct: 47.3
sta:
  final-hold-violation-count: 0
  finalSetupViolCount: 2
  fin_tns_setup_ns: -0.0268
  tightest_slew_ns: 0.277
  final_max_slew_viol_count: 0
  rsz0062_at_grt: "true"
  slew_headroom_pct: 81.4
  timing.final.ws_setup_ns: -0.0171
  holdWs_ns: 1.18
  clock.fmax_ghz: 0.522
  period_used_pct: 101
  period_needed_ns: 1.92
place:
  dpl.hpwl_um: 913
  post-place-ws_ns: -0.741
  gp_congestion: 0.806
  port_buffers: 29
  dp.cells: 99
floorplanning:
  fp.dieW_um: 80
  placementRows: 21
  die_area_mm2: 0.00640
  fp_util_pct: 4.91
  design.core.area_mm2: 0.00342
  pin_count: 30
  dieHeight_um: 80
hold_path:
  hp-class: "in2out"
flow_run:
  maxCapViolations: 0
  warnings: 35
clock_tree:
  ctsHoldBuffers: 0
metal layers:
layer | up-vias | global-route usage, % | wire length (µm) | part of all wire (%)
li1 | 148 | - | - | -
met4 | 0 | 0 | 0 | 0
met5 | - | 0 | 0 | 0
met3 | 0 | 2.27 | 229 | 22
met2 | 27 | 3.21 | 284 | 27
met1 | 123 | 4.55 | 546 | 52
stage by stage:
stage / utilization [%] / cell area, µm²
global placement: 15.5 / 531
detailed placement: 15.5 / 531
floorplan: - / 168
finish: 15.4 / 526
global route: 15.4 / 526
CTS: 15.0 / 512
report_power, final:
part           leakage [µW]  internal, µW  switching (µW)
Clock                     0             0               0
Sequential                0             0               0
Combinational      0.000233          54.2            30.8
Total              0.000233          54.2            30.8
how the worst min path moves through the flow:
stage                    startpoint     endpoint  slack (ns)  cells past startpoint
after CTS             idex_regwrite  br_stall[0]        1.40                      4
after global routing      opcode[2]  br_stall[1]        1.23                      5
final                     opcode[2]  br_stall[1]        1.18                      5
what timing repair did:
| action | in CTS | in global routing |
|---|---|---|
| gates resized | 57 | 14 |
| buffers inserted | 2 | 0 |
| endpoints found under the setup margin | 3 | 3 |
| pin swaps | 14 | 12 |
area by class of cell:
cell class,instances,area (µm²),share of cell area (%)
Multi-Input combinational cell,22,210,40.0
Tap cell,46,57.6,11.0
Timing Repair Buffer,33,258,49.0
kinds of logic (layout without fill, tap and decap cells):
group	after synthesis	after routing
compound gates	5	5
xor+xnor	10	10
simple gates	7	7
buf+inv	0	33
critical path, delay by kind of cell:
family / cells / cell delay (ns)
buffers and inverters: 3 / 0.37
and+or+nand+nor: 1 / 0.33
AOI/OAI and AO/OA: 2 / 0.29
xor gates and xnor gates: 1 / 0.16
layout by cell type (no fill, tap or decap), types with 2 or more instances in the layout:
cell type	Yosys	layout
a21oi_2	0	2
o211ai_1	2	2
buf_2	0	11
xnor2_1	2	2
nor4_2	0	2
dlygate4sd2_1	0	2
buf_4	0	4
xor2_1	8	7
clkbuf_2	0	3
dlymetal6s2s_1	0	3
buf_6	0	2
clkdlybuf4s50_1	0	8
nand4_1	2	2
nor2b_1	2	2
Power figures rest on the tool's default switching activity, not on a simulated workload.
